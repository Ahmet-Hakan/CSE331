<file path="flow/run.sh">
#!/bin/bash
# OpenROAD 26Q1-2900-gdf79404cd8, Yosys 0.63+post, stock flow scripts
make -C /OpenROAD-flow-scripts/flow DESIGN_CONFIG=/design/flow/config.mk WORK_HOME=/design/flow/orfs finish
</file>
<file path="flow/constraint.sdc">
current_design mux_2x1_32b

set clk_period 1.0
set clk_io_pct 0.2

create_clock -name clk0 -period $clk_period

set non_clock_inputs [all_inputs -no_clocks]
set_input_delay [expr $clk_period * $clk_io_pct] -clock clk0 $non_clock_inputs
set_output_delay [expr $clk_period * $clk_io_pct] -clock clk0 [all_outputs]
</file>
<file path="flow/config.mk">
export PLATFORM = sky130hd
export DESIGN_NAME = mux_2x1_32b
export DESIGN_NICKNAME = mux_2x1_32b
export VERILOG_FILES = /design/flow/design.v
export SDC_FILE = /design/flow/constraint.sdc
export NUM_CORES = 4
export LEC_CHECK = 1
export CORE_AREA = 10 10 70 70
export DIE_AREA = 0 0 80 80
</file>
<file path="flow/design.v">
module mux_2x1_1b (
    output wire out,
    input wire in1,
    input wire in2,
    input wire sel
);
    wire nsel;
    wire a, b;
    not (nsel, sel);  
    and (a, in1, nsel);  
    and (b, in2, sel);  
    or (out, a, b);  
endmodule
module mux_2x1_32b (
    output wire [31:0] out,
    input wire [31:0] in1,
    input wire [31:0] in2,
    input wire sel
);
    genvar i;
    generate
        for (i = 0; i < 32; i = i + 1) begin : mux_gen
            mux_2x1_1b mux_i (.out(out[i]), .in1(in1[i]), .in2(in2[i]), .sel(sel));
        end
    endgenerate
endmodule
</file>
==> results.py <==
# Auto-generated metrics
metrics = {
    "detailed_routing": {
        "num_antenna_cells": 0,
        "via_per_inst": 3.817,
        "dr.pass1.iters": 1,
        "postRouteAntennaNets": 0,
        "drt_iter0_drc": 0,
        "detailroute.via_count": 687,
        "routed_wl_mm": 2.760,
        "drc": 0,
        "wl_per_cell_um": 15.33,
    },
    "global_route": {
        "grt_pass1_wl_mm": 3.877,
        "grt.overflow.total": 0,
        "grt_usage_pct": 7.458,
        "grt_start_max_net_pins": 9,
        "antenna_found_initial": 0,
        "grt_pass1_vias": 767,
    },
    "place": {
        "dp_hpwl_mm": 2.432,
        "place_ws_ns": -0.4997,
        "dp.cells": 177,
        "portBuffers": 97,
        "gp_congestion": 0.8126,
        "place_area_um2": 1536,
    },
    "critical_path": {
        "required_ns": 0.80,
        "path_max_fanout": 8,
        "crit_arrival_ns": 0.89,
        "cpLargestDelayFamily": "buffers and inverters",
        "critPathSlowestCell": "mux2_4",
        "path_depth": 4,
        "start_kind": "input port",
        "cp-end-kind": "output pin",
        "path_cells": "buf_12 > buf_16 > mux2_4 > buf_6",
        "startpoint": "sel",
        "path_buffers": 3,
        "critPathKind": "input port to output pin",
        "cpPeakStageDelay_ns": 0.30,
        "endpoint": "out[2]",
    },
    "final_layout": {
        "fin_area_um2": 1545,
        "seq_area_um2": 0,
        "clockBufferCount": 0,
        "instances_no_fill": 180,
        "area_growth_pct": 96.97,
        "drive_gt1_share_pct": 52.24,
        "fin_util_pct": 45.24,
        "fill_cells": 359,
        "flops": 0,
    },
    "logic_synthesis": {
        "syn-instance-count": 68,
        "avgSynthCellArea_um2": 11.54,
        "yosysMostFrequentCell": "buf_4",
        "ys_warn_count": 0,
        "postSynthSeqShare_pct": 0,
        "yosysTopAreaCellShare_pct": 57.42,
        "ys_top_cells_by_count": "32 x buf_4, 30 x mux2_4, 3 x buf_12",
        "largest_area_cell": "mux2_4",
        "syn_area_um2": 784.5,
        "area_leaders": "mux2_4 57%, buf_4 31%, buf_12 7.7%",
        "yosysCellCount": 68,
        "ys_types": 5,
        "yosys_area_um2": 784.5,
    },
    "floorplan": {
        "die_h_um": 80,
        "die_w_um": 80,
        "io_pins": 97,
        "initCoreUtil_pct": 22.97,
        "core-area_um2": 3416,
        "rows": 21,
        "dieArea_um2": 6400,
    },
    "status": {
        "status": "complete, but fails checks",
        "failed_checks": "negative setup slack",
    },
    "sta": {
        "period_minus_slack_ns": 1.087,
        "fmax_mhz": 920.1,
        "timing.final.crit_share_pct": 108.7,
        "relSlewSlack_pct": 95.17,
        "grt_setup_unrepaired": "true",
        "hold_viol_final": 0,
        "worst_slew_pin_slew_ns": 0.07243,
        "drv_slew": 0,
        "setup_violations": 32,
        "setup_ws_ns": -0.08687,
    },
    "job": {
        "openroad.warnings": 35,
        "cap_violations": 0,
    },
    "power": {
        "p_leak_nw": 0.8402,
        "power_density_nw_per_um2": 392.6,
        "max-vdd-ir-drop_uv": 138.4,
    },
    "cts": {
        "holdBufCountCts": 0,
    },
    "worst_hold_path": {
        "hold_class": "input port to output pin",
        "min_from": "in1[13]",
    },
}
cells in the final DEF (no fill, tap or decap):
cell type       n
dlygate4sd2_1  64
buf_2           9
buf_12          3
buf_6          23
mux2_4         32
buf_16          3
how the worst min path moves through the flow:
| stage | to | slack [ns] | cells after the start |
|---|---|---|---|
| global route | out[22] | 0.81 | 3 |
| CTS | out[31] | 0.80 | 3 |
| finish | out[13] | 0.79 | 3 |
where the power goes:
part	switching, W	internal, W
Clock	0	0
Sequential	0	0
Combinational	0.000134	0.000473
Total	0.000134	0.000473
metrics by stage:
stage | hold WS (ns) | TNS [ns] | total power [W]
after floorplan | 0.5906 | -1.446 | 0.0004134
after global placement | 1.338 | -15.32 | 0.0006547
after detailed placement | 1.337 | -15.37 | 0.0006579
after CTS | 0.7996 | -2.574 | 0.0005848
after global routing | 0.8082 | -2.900 | 0.0006468
final | 0.7926 | -2.367 | 0.0006067
repair_timing:
| action | CTS | global route |
|---|---|---|
| resized | 183 | 9 |
| gates cloned | 3 | 0 |
| setup endpoints to repair | 32 | 32 |
| setup buffers | 0 | 0 |
routing by layer:
layer | GRT usage [%] | up-vias | part of all wire (%)
met5 | 0 | - | 0
met4 | 0 | 0 | 0
met3 | 2.273 | 0 | 8.4
met2 | 13.56 | 47 | 50
met1 | 8.833 | 305 | 41
li1 | - | 335 | -
logic make-up after synthesis:
| logic type | Yosys count | share of synthesized area, % |
|---|---|---|
| buf+inv | 36 | 39.71 |
| mux | 32 | 60.29 |
cell type report:
| type | count | area (um^2) | area share, % |
|---|---|---|---|
| multi-input combinational | 32 | 480.5 | 31.09 |
| timing repair buffer | 102 | 1007 | 65.18 |
| tap | 46 | 57.56 | 3.725 |
Power is estimated from default activity; no workload was simulated.
